**./run.sh**
```bash
#!/bin/bash
# OpenROAD 26Q1-2900-gdf79404cd8, Yosys 0.63+post, stock flow scripts
make -C /OpenROAD-flow-scripts/flow DESIGN_CONFIG=/design/flow/config.mk WORK_HOME=/design/flow/orfs finish
```
**./config.mk**
```make
export PLATFORM = sky130hd
export DESIGN_NAME = alu
export DESIGN_NICKNAME = alu
export VERILOG_FILES = /design/flow/design.v
export SDC_FILE = /design/flow/constraint.sdc
export NUM_CORES = 4
export LEC_CHECK = 1
export CORE_UTILIZATION = 50
```
**./constraint.sdc**
```tcl
current_design alu

set clk_period 20.0
set clk_io_pct 0.2

create_clock -name clk0 -period $clk_period

set non_clock_inputs [all_inputs -no_clocks]
set_input_delay [expr $clk_period * $clk_io_pct] -clock clk0 $non_clock_inputs
set_output_delay [expr $clk_period * $clk_io_pct] -clock clk0 [all_outputs]
```
**./design.v**
```verilog
module alu(
		input		[3:0]	ctl,
		input		[31:0]	a, b,
		output reg	[31:0]	out,
		output				z);
	wire [31:0] sub_ab;
	wire [31:0] add_ab;
	wire 		oflow_add;
	wire 		oflow_sub;
	wire 		oflow;
	wire 		slt;
	assign z = (0 == out);
	assign sub_ab = a - b;
	assign add_ab = a + b;
	assign oflow_add = (a[31] == b[31] && add_ab[31] != a[31]) ? 1 : 0;
	assign oflow_sub = (a[31] == b[31] && sub_ab[31] != a[31]) ? 1 : 0;
	assign oflow = (ctl == 4'b0010) ? oflow_add : oflow_sub;
	assign slt = oflow_sub ? ~(a[31]) : a[31];
	always @(*) begin
		case (ctl)
			4'b0010: out <= add_ab;				 
			4'b0000: out <= a & b;				 
			4'b1100: out <= ~(a | b);			 
			4'b0001: out <= a | b;				 
			4'b0111: out <= {{31{1'b0}}, slt};	 
			4'b0110: out <= sub_ab;				 
			4'b1101: out <= a ^ b;				 
			default: out <= 0;
		endcase
	end
endmodule
```
==> results.txt <==
Item: results of the latest flow run.

- Per the detail_route report, inserted antenna diodes total 0.
- The number of warnings in the stage logs is 104.
- The final wirelength is 22100 um.
- The number of gates resized after CTS was 0.
- The average size of a mapped cell is 6.45 um^2.
- The final tally of setup violations is 0.
- The synthesized netlist was found by Yosys to have between 900 and 1000 cells.
- The number of fillers in the final layout is 1034.
- Per the detail_route report, routed wire per instance is 19.7 um.
- The number of top-level pins is just over 100.
- The chip footprint is about 0.012 mm^2.
- The number of global-route vias before repair is 6680.
- The ratio of cells with drive above 1 in the final layout is 4.41%.
- Counting the clock-network buffers in the layout gives 0.
- The critical path class is in -> out.
- The biggest cell delay along the critical path is 570 ps.
- The least setup slack across all paths after layout is 5630 ps.
- The post-detailed-route via-to-cell ratio is ~6.6.
- Entering global routing, the biggest net connects 62 pins.
- The timing report shows that the slowest cell on the worst path is a2111oi_0.
- The start point of the critical path is a[6].
- Setup total negative slack on the finished layout was measured at 0 ps.
- The wire length of the first global-routing pass is about 35000 um.
- On met2, the global router reports a usage of 54.7%.
- The fraction of the core area occupied by cells at floorplan is 51.7%.
- Setup repair after global routing left no endpoint under its margin.
- In this run the most used layer during global routing was met2.
- The endpoint of the most critical setup path is z.
- The initial antenna violation count is 0.
- There are 0 flip-flops and latches.
- The post-cts hold-fix buffer tally is 0.
- The final timing report lists a hold violation count of 0.
- Per the run summary, max-cap violations total 0.
- The worst setup path is captured at an output pin.
- For this run the aggregate overflow at the end of global routing stands at 0.
- The count of placed standard cells in the final layout, fillers left out is ~1100.
- In the hold timing report, the worst path depth is 7.
- The half-perimeter wire length of the detailed placement result is 16600 um.
- The count of nets left with antenna violations once routing finished came out at 0.
- The cell count after synthesis is 919.
- The data arrival at the endpoint of the critical path is between 10000 and 15000 ps.
- The number of standard-cell rows in the floorplan is 39.
- From bottom edge to top edge, the die measures 111 um.
- The portion of the post-synthesis area used by sequential elements is 0%.
- The routed layout reports a DRC error count of 0.
- The mapped netlist covers 0.00593 mm^2.
- Total global-route track usage over all layers is 35.4%.
- The synthesis report lists the Yosys warning total as 1.
- The footprint of the multi-input gates is 0.00530 mm^2.
- Relative to the synthesized area, the layout overhead comes to 17.9%.
- The pre-antenna-repair detailed-routing pass consisted of 6 iterations.
- The period utilization is 71.9%.
- The number of placed instances, taps included, is 1118.
- Walking the worst path, the cells encountered are clkdlybuf4s50_1, inv_1, ha_1, inv_1, a2111oi_0, a21oi_1, a221oi_1, o211ai_1, a21oi_1, o21ai_0, a21oi_1, fa_1, o221a_2, and4b_1, nand4_1, or4_1, or4_1, nor4_2, nand4b_1, or4_1, nor3_2, clkdlybuf4s50_1.
- Summing all non-filler instances in the final layout gives an area of 0.00698 mm^2.
- The path category of the worst min-delay check is in -> out.
- For the finished layout, the period the worst path requires is approximately 14000 ps.
- The x dimension of the die is 111 um.
- Derived from the worst setup path, the maximum achievable clock frequency is 0.0696 GHz.
- The worst-case max-slew headroom was logged as 47.9%.
- The critical path maximum fanout is 11.
- The sequential cell area is 0 um^2.
- Yosys reports a chip area of 0.00593 mm^2.
- The number of buffer cells added on primary ports is 101.
- The region available for standard cell placement spans approximately 0.011 mm^2.
- Looking at the post-CTS report, the setup buffer insertion count equals 0.
- Detailed placement reports a standard cell area of 0.00698 mm^2.
- For this design the static power due to leakage is 3.10 nW.
- The worst path required time is 16000 ps.
- After its last routability iteration, the placer logged a weighted congestion of 0.986.
- In the global route stage, met1 resource usage came out at 53.0%.
- The top cell types in the final layout, fill and taps aside, are 110 x inv_1, 103 x ha_1, 100 x clkdlybuf4s50_1.
- The met3 global-route usage is 4.07%.
- Max-slew check failures listed in the final report amount to 0.
- The maximum ir drop on the vdd rail is 0.0241 mV.
- The flow ran to the end, and the final reports show no timing, DRC or antenna violations.
- In this run the power density over the cells is 27.8 mW/mm^2.
- Cells fill about 61% of the core in the end.
- The most common library cell in the layout ignoring fill and taps is inv_1.
- The distinct cell type count of the synthesized netlist is 74.
- The kind of launch point of the worst setup path is an input port.
- The transition time recorded at the tightest slew-check pin is 781 ps.
- The worst setup slack before clock tree synthesis is 5690 ps.
- The first-iteration detailed-routing DRC count is 701.
- The via count of the routed design is 7349.
-- where the power goes --
part | switching (mW) | total, mW | internal, mW
logic | 0.113 | 0.194 | 0.0815
registers | 0 | 0 | 0
clock network | 0 | 0 | 0
total | 0.113 | 0.194 | 0.0815
-- metrics by stage --
step / power [mW] / hold slack, ps
final: 0.194 / 9340
after global routing: 0.212 / 9410
after CTS: 0.190 / 9330
after detailed placement: 0.189 / 9320
after global placement: 0.187 / 9290
after floorplan: 0.117 / 8270
-- layout make-up --
| cell class | instances | area share, % |
|---|---|---|
| Inverter | 110 | 5.91 |
| Tap cell | 143 | 2.56 |
| Timing Repair Buffer | 113 | 15.7 |
| Multi-Input combinational cell | 752 | 75.8 |
-- worst max-delay path: cells and delay by family --
kind | cells | cell delay (ps)
AND-OR/OR-AND | 8 | 2360
buffers and inverters | 4 | 1150
adder cells (fa/ha/maj) | 2 | 680
AND/OR/NAND/NOR | 8 | 2150
-- Yosys cell counts, drive strengths merged (6+ instances only) --
master	count	area [um^2]
o21a	7	52.6
a211o	7	61.3
inv	110	413
nor3	18	95.1
nand2b	7	43.8
a222oi	6	60.1
o211ai	22	165
o31ai	17	128
nor4	12	81.3
o21ai	56	280
clkbuf	46	173
nand3	24	120
o21bai	11	82.6
mux2i	13	130
ha	103	1290
a211oi	13	97.6
nor2	77	289
a2111oi	9	97.6
a21oi	93	465
nand4	11	68.8
o31a	6	52.6
or4	9	71.3
or2	11	68.8
buf	11	50.0
a21o	12	90.1
a22oi	8	60.1
nand2	85	319
a221oi	12	105
-- how the worst min path moves through the flow --
stage / start / to / slack, ps
CTS: ctl[0] / out[0] / 9330
global route: ctl[0] / out[2] / 9410
finish: ctl[0] / out[0] / 9340
-- kinds of logic (layout without fill, tap and decap cells) --
group / after synthesis / in the layout / share of synthesized area, %
AOI/OAI and AO/OA: 338 / 338 / 39.3
xor gates and xnor gates: 5 / 5 / 0.739
adders and majority gates: 106 / 106 / 22.8
buffers and inverters: 167 / 223 / 10.7
muxes: 16 / 16 / 2.77
and+or+nand+nor: 287 / 287 / 23.7
-- routing by layer --
metal,routed length [um],vias to the layer above
met5,0,-
li1,-,3487
met1,9860,3398
met2,9640,420
met3,2050,44
met4,529,0
Power figures rest on the tool's default switching activity, not on a simulated workload.
