==> /design/flow/design.v <==
module alu_control(funct, aluop, aluctl);
	input wire [5:0] funct;
	input wire [1:0] aluop;
	output reg [3:0] aluctl;
	reg [3:0] _funct = 4'd0;
	always @(*) begin
		case(funct[3:0])
			4'd0:  _funct = 4'd2;
			4'd2:  _funct = 4'd6;
			4'd5:  _funct = 4'd1;
			4'd6:  _funct = 4'hd;
			4'd7:  _funct = 4'hc;
			4'd10: _funct = 4'd7;
			default: _funct = 4'd0;
		endcase
	end
	always @(*) begin
		case(aluop)
			2'd0: aluctl = 4'd2;
			2'd1: aluctl = 4'd6;
			2'd2: aluctl = _funct;
			2'd3: aluctl = 4'd2;
			default: aluctl = 0;
		endcase
	end
endmodule
==> /design/flow/run.sh <==
#!/bin/bash
# OpenROAD 26Q1-2900-gdf79404cd8, Yosys 0.63+post, stock flow scripts
make -C /OpenROAD-flow-scripts/flow DESIGN_CONFIG=/design/flow/config.mk WORK_HOME=/design/flow/orfs finish
==> /design/flow/config.mk <==
export PLATFORM = sky130hd
export DESIGN_NAME = alu_control
export DESIGN_NICKNAME = alu_control
export VERILOG_FILES = /design/flow/design.v
export SDC_FILE = /design/flow/constraint.sdc
export NUM_CORES = 4
export LEC_CHECK = 1
export CORE_AREA = 10 10 70 70
export DIE_AREA = 0 0 80 80
==> /design/flow/constraint.sdc <==
current_design alu_control

set clk_period 1.2
set clk_io_pct 0.2

create_clock -name clk0 -period $clk_period

set non_clock_inputs [all_inputs -no_clocks]
set_input_delay [expr $clk_period * $clk_io_pct] -clock clk0 $non_clock_inputs
set_output_delay [expr $clk_period * $clk_io_pct] -clock clk0 [all_outputs]
==> qor_table.md <==
| Result | This run | Unit |
|---|---|---|
| Run status | finished, violations left | - |
| Failing checks | setup timing | - |
| Critical Path Source Type | input pin | - |
| Slowest CP cell | sky130_fd_sc_hd__a311o_1 | - |
| Ratio of cells with drive above 1 in the final layout | 75.0 | % |
| Total standard cell area after synthesis | 120 | um^2 |
| CTS hold repair buffers | 0 | - |
| Initial antenna violation count | 0 | - |
| Overall overflow remaining after global route | 0 | - |
| Final critical delay including setup and external delays | 1.23 | ns |
| Internal Pwr Total | 0.0514 | mW |
| Average cell area after synthesis | 8.01 | um^2 |
| Combined area of the multi-input logic cells | 150 | um^2 |
| Number of distinct library cells after synthesis | 13 | - |
| Avg WL per Cell | 7.69 | um |
| Total of fill cells in the finished design | 410 | - |
| Largest net degree at the start of global routing | 6 | - |
| Worst Path Required | 0.96 | ns |
| Portion of synthesized cell area occupied by the leading cell type | 20.8 | % |
| Number of max-slew violations in the final report | 0 | - |
| Count of buffers added by post-CTS timing repair for setup | 0 | - |
| ANT cells | 0 | - |
| Post-Syn Instances | 15 | - |
| Routability congestion estimate | 0.680 | - |
| Initial DRT Pass Iterations | 2 | - |
| Post-synth area from yosys stat | 120 | um^2 |
| Sequential share of power | 0 | % |
| Instance count after placement with tap cells included | 75 | - |
| Final std cells w/o fill | 74 | - |
| Kind of cell adding the most delay to the critical path | buffers and inverters | - |
| Area of the die | 6400 | um^2 |
| Seq share, synth | 0 | % |
| DRC violation count after routing | 0 | - |
| Largest area contributor in the netlist | sky130_fd_sc_hd__ha_1 | - |
| Psw | 0.0330 | mW |
| Setup Total Neg Slack | -0.0262 | ns |
| Achievable frequency | 816 | MHz |
| Core area | 3420 | um^2 |
| Leakage power | 0.119 | nW |
| Total detailed-routing wirelength | 569 | um |
| Summed area of non-filler cells in the final layout | 313 | um^2 |
| Post-DRT Antenna Nets | 0 | - |
| Max_cap viols | 0 | - |
| Hold Worst Slack | 0.790 | ns |
| Final clock period utilization by the worst path | 102 | % |
| Overall via count from detail_route | 164 | - |
| Number of synthesis warnings | 1 | - |
| Number of warnings in the stage logs | 37 | - |
| Worst setup margin | -0.0262 | ns |
| Count of instantiated cells in the yosys netlist | 15 | - |
| Worst hold path class | in2out | - |
| Crit. End Element | primary output | - |
| Layout Utilization | 9.16 | % |
| Number of rows created at floorplan | 21 | - |
| Layout clock buffers | 0 | - |
| Overall fraction of global-route tracks in use | 1.62 | % |
| Fraction of power spent switching nets | 39.1 | % |
| Comb pwr share | 100.0 | % |
| Combined buffer and inverter count along the critical path | 3 | - |
| Worst path cell trace | buf_6 > ha_4 > buf_6 > a311o_1 > buf_2 | - |
| Top cells by area | sky130_fd_sc_hd__ha_1 21%, sky130_fd_sc_hd__and4bb_2 10%, sky130_fd_sc_hd__mux2_1 9.4% | - |
| Pre-CTS setup slack | -0.867 | ns |
| Cell Area, Placed | 308 | um^2 |
| Number of input and output port buffers inserted | 10 | - |
| Die boundary width | 80 | um |
| Layout-stage area growth over the synthesis result | 160 | % |
| Via-to-Cell Ratio | 2.22 | - |
| Startpoint-to-endpoint class of the critical path | in2out | - |
| Most common cell type on the critical path | sky130_fd_sc_hd__buf_6 | - |
| Actual slew at the worst max-slew pin | 0.173 | ns |
| Largest stage delay on the critical path | 0.25 | ns |
| Critical-path maximum fanout | 4 | - |
| Unrepaired setup endpoints after global routing | true | - |
| Critical Path AT | 0.99 | ns |
| Number of design-rule violations left by the first detailed-router iteration | 2 | - |
| Number of flip-flops and latches | 0 | - |
| Ratio of total power to cell area | 270 | nW/um^2 |
| Core utilization before placement | 3.52 | % |
| Boundary Pins | 12 | - |
| First-pass GRT wire length | 862 | um |
| Vias in the first global route | 161 | - |
| Max rail drop VDD | 0.0286 | mV |
| Storage element area | 0 | um^2 |
| Final hold viol count | 0 | - |
| Die span in y | 80 | um |
| Detailed placer's ending HPWL | 498 | um |
| Clock Power Share | 0 | % |
| Overall Power | 0.0844 | mW |
| Remaining max-slew budget at the tightest pin | 88.4 | % |
| Final setup violation count | 1 | - |
| Synth cell count leaders | 2 x sky130_fd_sc_hd__ha_1, 2 x sky130_fd_sc_hd__inv_1 | - |
-- power by group through the flow --
stage / clock network (mW) / logic, mW / registers [mW]
CTS: 0 / 0.0851 / 0
global route: 0 / 0.0936 / 0
finish: 0 / 0.0844 / 0
-- path summary, 6_finish.rpt --
check | startpoint | endpoint | slack, ns | depth (start not counted)
setup / recovery | aluop[1] | aluctl[1] | -0.03 | 5
hold / removal | funct[3] | aluctl[3] | 0.79 | 3
-- what timing repair did --
| item | in CTS | in global routing |
|---|---|---|
| resized | 46 | 5 |
| pin swaps | 2 | 2 |
| setup endpoints to repair | 4 | 4 |
-- area by class of cell --
class              instances  area share [%]
multi-input cells         13            48.0
repair buffers            13            30.4
well taps                 46            18.4
inverters                  2            3.20
-- cell usage in the layout, fill, tap and decap left out --
master / synthesis / routed
sky130_fd_sc_hd__mux2_4: 0 / 1
sky130_fd_sc_hd__buf_4: 0 / 3
sky130_fd_sc_hd__nor2_1: 1 / 1
sky130_fd_sc_hd__ha_2: 0 / 1
sky130_fd_sc_hd__buf_8: 0 / 1
sky130_fd_sc_hd__clkbuf_2: 0 / 1
sky130_fd_sc_hd__and4bb_2: 1 / 1
sky130_fd_sc_hd__nand2b_1: 1 / 1
sky130_fd_sc_hd__nand2_1: 1 / 1
sky130_fd_sc_hd__o22ai_2: 0 / 1
sky130_fd_sc_hd__a311o_1: 1 / 1
sky130_fd_sc_hd__inv_1: 2 / 1
sky130_fd_sc_hd__buf_2: 0 / 6
sky130_fd_sc_hd__ha_4: 0 / 1
sky130_fd_sc_hd__inv_4: 0 / 1
sky130_fd_sc_hd__o2bb2ai_2: 0 / 1
sky130_fd_sc_hd__nand3b_1: 1 / 1
sky130_fd_sc_hd__nor4b_2: 0 / 1
sky130_fd_sc_hd__xnor2_1: 1 / 1
sky130_fd_sc_hd__buf_6: 0 / 2
-- routing by layer --
| metal | wire (um) | GRT usage (%) |
|---|---|---|
| met1 | 280 | 2.18 |
| met5 | 0 | 0 |
| met4 | 0 | 0 |
| met3 | 61 | 0.795 |
| met2 | 227 | 2.41 |
-- worst min-delay path, cell delays in order --
cell	delay, ns
sky130_fd_sc_hd__buf_2	0.14
sky130_fd_sc_hd__nor4b_2	0.06
sky130_fd_sc_hd__buf_2	0.10
-- logic make-up (layout without fill, tap and decap cells) --
group	after synthesis	in the layout	share of synthesized area, %
xor+xnor	1	1	7.29
fa+ha+maj	2	2	20.8
simple gates	6	6	35.4
compound gates	3	3	20.8
buf+inv	2	15	6.25
mux	1	1	9.37
Power and IR drop assume default switching activity.
