$ cat flow/config.mk
export PLATFORM = sky130hd
export DESIGN_NAME = dm
export DESIGN_NICKNAME = dm
export VERILOG_FILES = /design/flow/design.v
export SDC_FILE = /design/flow/constraint.sdc
export NUM_CORES = 4
export LEC_CHECK = 1
export CORE_UTILIZATION = 50
$ cat flow/design.v
module dm(
		input wire			clk,
		input wire	[6:0]	addr,
		input wire			rd,wr,
		input wire 	[31:0]	wdata,
		output wire	[31:0]	rdata);
	reg [31:0] mem [0:127];   
	always @(posedge clk) begin
		if (wr) begin
			mem[addr] <= wdata;
		end
	end
	assign rdata = wr ? wdata : mem[addr][31:0];
endmodule
$ cat flow/run.sh
#!/bin/bash
# OpenROAD 26Q1-2900-gdf79404cd8, Yosys 0.63+post, stock flow scripts
make -C /OpenROAD-flow-scripts/flow DESIGN_CONFIG=/design/flow/config.mk WORK_HOME=/design/flow/orfs finish
$ cat flow/constraint.sdc
current_design dm

set clk_period 79.5
set clk_io_pct 0.2

create_clock -name clk0 -period $clk_period [get_ports {clk}]

set non_clock_inputs [all_inputs -no_clocks]
set_input_delay [expr $clk_period * $clk_io_pct] -clock clk0 $non_clock_inputs
set_output_delay [expr $clk_period * $clk_io_pct] -clock clk0 [all_outputs]
==> flow_metrics.tcl <==
# yosys + openroad results
set metrics [dict create \
    status "complete, no violations" \
    rsz0062_at_grt "false" \
    cts_tree "built" \
    place.gp.congestion 0.978 \
    period_minus_slack_ns 38.93 \
    largest_registers "mem x4096" \
    critPathLaunchType "input pin" \
    routed_wl_um 545000 \
    p_switching_w 0.00103 \
    area_growth_syn_to_layout_pct 13.1 \
    syn-instance-count 8600 \
    synth_warnings 1 \
    crit_fanout 71 \
    cp_data_arrival_time_ns 23.03 \
    p_leak_nw 56.2 \
    intPower_w 0.00351 \
    ys.flop_type "edfxtp_1" \
    fin_tns_setup_ns 0 \
    utilization_pct 57.0 \
    worst_path_most_repeated_cell "buf_4" \
    cp_cell_sequence "buf_8 -> buf_4 -> buf_4 -> buf_4 -> inv_8 -> buf_12 -> buf_4 -> a221o_1 -> a22oi_1 -> o221ai_1 -> o41ai_2 -> o21ai_1 -> buf_4 -> clkdlybuf4s50_1" \
    ys_cells 8600 \
    vias_per_cell 6.69 \
    track_usage_pct 39.0 \
    hold-worst-slack_ns 15.31 \
    drive_gt1_share_pct 19.4 \
    worstPathRequired_ns 63.60 \
    topCellsByArea "edfxtp_1 78%, a221oi_1 3.4%, mux4_2 3.2%, mux2i_1 2.5%, mux2_2 2.0%" \
    largest_register "mem" \
    chipWidth_um 563 \
    ctsRootBufferMaster "clkbuf_16" \
    first_global_vias 94800 \
    fill_cells 22500 \
    tool_warnings 27 \
    coreArea_um2 313000 \
    overflow 0 \
    htreeDepth 5 \
    antenna_left 0 \
    place_hpwl_um 315000 \
    pwr-share-comb_pct 6.3 \
    via_count 90300 \
    fp_util_pct 50.4 \
    cts_resized 0 \
    most_common_cell "edfxtp_1" \
    crit_type "input pin to output pin" \
    p_sw_share_pct 22.6 \
    cts_hold_buf 0 \
    drc 0 \
    die_h_um 563 \
    p_per_area_nw_per_um2 25.4 \
    portBuffers 72 \
    ys_types 78 \
    slew_viol_final 0 \
    ys_ff 4096 \
    finalHoldViolCount 0 \
    slew_headroom_pct 14.0 \
    cap_violations 0 \
    clkPwrFrac_pct 41.0 \
    synth_top_cell_by_area "edfxtp_1" \
    grt_pass1_wl_um 749000 \
    post_cts_buffers 0 \
    dieArea_um2 318000 \
    clk_pin_slew_ns 0.06 \
    seq_area_frac_synth_pct 78.0 \
    seqPwrFrac_pct 52.6 \
    yosys_area_um2 158000 \
    clock_path_buffers 4 \
    ys_top_cells_by_count "4096 x edfxtp_1, 604 x a221oi_1, 442 x nor2_1" \
    endpoint_kind "output pin" \
    slowest_delay_ns 1.06 \
    mappedNetlistArea_um2 158000 \
    firstDrtPassIters 6 \
    ir_worst_vdd_v 0.0000244 \
    synthArstFlopShare_pct 0 \
    rows 205 \
    fmax_mhz 25.7 \
    drt-wirelength-per-cell_um 40.3 \
    ios 74 \
    largest_register_ffs 4096 \
    worstHoldPathType "input pin to register" \
    synth-edff-count 4096 \
    syn_area_per_cell_um2 18.3 \
    cts_buffers 407 \
    antenna_found_initial 31 \
    slowest_stage "o41ai_2" \
    drt_iter0_drc 6834 \
    setup_viol_count_final 0 \
    top_area_share_pct 78.0 \
    cts.sinks 4096 \
    tightest_slew_ns 1.27 \
    grt_max_degree 81 \
    finalClockPeriodUsage_pct 49.0 \
]
stage by stage:
stage	worst slack (ns)	instance area, um^2	instances	total power, W
after detailed placement	40.43	165000	12700	0.00271
final	40.57	178000	13500	0.00453
after global placement	40.40	165000	12700	0.00271
after floorplan	45.77	158000	8600	0.00255
after global routing	40.68	178000	13500	0.00464
after CTS	40.44	178000	13500	0.00454
layout by cell type, fill, tap and decap left out, types with 15 or more instances in the layout:
| cell | netlist | routed |
|---|---|---|
| mux2_2 | 276 | 276 |
| a221o_1 | 87 | 87 |
| mux4_2 | 222 | 222 |
| nor2_4 | 1 | 125 |
| o221a_2 | 15 | 15 |
| o221ai_1 | 89 | 89 |
| nor2_1 | 442 | 317 |
| a32oi_1 | 15 | 15 |
| o2bb2ai_1 | 30 | 30 |
| nor3_1 | 27 | 19 |
| edfxtp_1 | 4096 | 4096 |
| and3_1 | 23 | 22 |
| a21oi_1 | 303 | 303 |
| a22oi_1 | 222 | 222 |
| buf_4 | 84 | 540 |
| nand3_1 | 41 | 41 |
| clkbuf_1 | 192 | 87 |
| a2111oi_0 | 20 | 19 |
| clkinv_2 | 0 | 69 |
| a211oi_1 | 25 | 25 |
| clkbuf_16 | 0 | 411 |
| clkinv_1 | 2 | 114 |
| a31oi_1 | 38 | 38 |
| o21ai_0 | 298 | 295 |
| o22ai_1 | 65 | 65 |
| o211ai_1 | 34 | 34 |
| o2111ai_1 | 17 | 17 |
| diode_2 | 0 | 41 |
| a22o_1 | 46 | 46 |
| a221oi_1 | 604 | 603 |
| bufinv_16 | 0 | 31 |
| clkdlybuf4s50_1 | 0 | 32 |
| nand2_1 | 310 | 302 |
| nand4_1 | 18 | 18 |
| mux2i_1 | 396 | 396 |
per-layer routing:
layer	vias up	track usage [%]	part of all wire, %
met5	-	5.56	0.34
met4	54	19.0	6.6
met3	1321	35.0	21
li1	36700	-	-
met1	44500	42.8	28
met2	7799	51.9	44
worst paths after layout:
kind	startpoint	end	slack (ns)	cells past startpoint
min	wdata[15]	mem[6][15]	15.31	1
max	addr[1]	rdata[25]	40.57	14
critical path, delay by kind of cell:
family          cells  cell delay, ns
compound gates      5            3.10
buf+inv             9            3.68
cells by family (layout without fill, tap and decap cells):
group,after synthesis,in the layout,share of synthesized area [%]
other cells,0,41,0
mux,898,898,7.69
buf+inv,639,1355,2.15
simple gates,929,929,2.48
compound gates,2038,2038,9.65
flops,4096,4096,78.0
area by class of cell:
type                       instances  area, um^2  area share [%]
multi-input combinational       3865       32400            18.2
timing repair buffer             593        4720            2.65
sequential                      4096      123000            69.0
clock inverter                   245        2160            1.21
tap                             4140        5180            2.91
inverter                          19         101          0.0569
antenna                           41         103          0.0576
clock buffer                     498       10600            5.95
power groups by stage:
stage                 clock network [W]  logic, W  registers [W]
after global routing            0.00196  0.000297        0.00239
final                           0.00186  0.000288        0.00239
after CTS                       0.00187  0.000280        0.00239
Power and IR drop assume default switching activity.
